==> design.v <==
module Multiplexer2(
    input wire [1:0] selection,
    input wire [31:0] input_option1, input_option2, input_option3,
    output reg [31:0] output_result
);
always @(*) begin
    case(selection)
        2'b00: output_result = input_option1;
        2'b01: output_result = input_option2;
        2'b10: output_result = input_option3;
        default: output_result = 32'h00000000;
    endcase
end
endmodule
==> run.sh <==
#!/bin/bash
# OpenROAD 26Q1-2900-gdf79404cd8, Yosys 0.63+post, stock flow scripts
make -C /OpenROAD-flow-scripts/flow DESIGN_CONFIG=/design/flow/config.mk WORK_HOME=/design/flow/orfs finish
==> config.mk <==
export PLATFORM = sky130hd
export DESIGN_NAME = Multiplexer2
export DESIGN_NICKNAME = Multiplexer2
export VERILOG_FILES = /design/flow/design.v
export SDC_FILE = /design/flow/constraint.sdc
export NUM_CORES = 4
export LEC_CHECK = 1
export CORE_AREA = 10 10 86 86
export DIE_AREA = 0 0 96 96
==> constraint.sdc <==
current_design Multiplexer2

set clk_period 4.6
set clk_io_pct 0.2

create_clock -name clk0 -period $clk_period

set non_clock_inputs [all_inputs -no_clocks]
set_input_delay [expr $clk_period * $clk_io_pct] -clock clk0 $non_clock_inputs
set_output_delay [expr $clk_period * $clk_io_pct] -clock clk0 [all_outputs]
==> metrics.cfg <==
[sta]
max_slew_margin_pct = 73.3
slew_viol_final = 0
fmax_mhz = 275
worstMarginPinSlew_ns = 0.401
hold_viol_final = 0
setup_viol = 0
rsz0062_at_grt = false
period_used_pct = 79.1
finalSetupTns_ns = 0
min_period_ns = 3.64

[global_route]
antenna_found_initial = 0
grt_use_met1_pct = 9.73
grt_max_degree = 33
grt.busiest_layer = met2
grt_first_pass_wirelength_um = 6540
use_met3_pct = 4.17
grtUsageTotal_pct = 8.84
grt_pass1_vias = 1204
grt_overflow_total = 0
grtUsageMet2_pct = 16.0

[cells_and_area]
final_core_util_pct = 37.6
logic_area_um2 = 677
fin_cells = 270
syn_to_final_growth_pct = 165
fillers = 572
drive_gt1_share_pct = 7.58
ff_latch_area_um2 = 0
post-route-cell-area_um2 = 2090
clkbuf_count = 0
flops = 0

[synth]
ys_sh_simple_pct = 1.75
yosys.stat.seqShare_pct = 0
ys_cells = 77
top_area_cell = mux2i_1
synth_cell_type_count = 8
xor_area_share_pct = 0
ys_area_um2 = 787
top_logic_kind = AND-OR/OR-AND gates
yosysWarnings = 1
ys_sh_adder_pct = 0
top_cell_area_share_pct = 40.7
mux_area_share_pct = 40.7
synthAoiAreaFrac_pct = 43.6
syn-cell-area_um2 = 787
top_cells_by_area = mux2i_1 (41%), o2bb2ai_1 (24%), o2bb2ai_2 (19%), buf_6 (11%), nor2b_4 (1.7%)
netlist_instances = 77
syn_area_per_cell_um2 = 10.2

[critical_path]
worst-path-max-fanout = 23
worstSetupStartpoint = selection[0]
crit_path_frequent_cell = clkdlybuf4s50_1
slowest_delay_ns = 0.49
end_kind = output port
critPathSlowestCell = clkdlybuf4s50_1
crit_chain = clkdlybuf4s50_1, nor2b_4, buf_4, o2bb2ai_1, clkdlybuf4s50_1
critical_path_class = in2out
crit_arrival_ns = 2.72
critPathRequiredTime_ns = 3.68
worstSetupStartpointType = input port

[drt]
routed_wl_um = 4510
wl_per_cell_um = 16.7
avgViaCountPerCell = 4.13
drtIter0Drc = 17
vias = 1114
final_antenna_net_count = 0
diodes = 0
drcViolationCount = 0
firstDrtPassIters = 2

[die]
dieArea_um2 = 9220
dieWidth_um = 96
die_h_um = 96
ios = 130
fp-utilization_pct = 14.2
std_cell_rows = 27
core-area_um2 = 5540

[pwr]
power.leakage_nw = 0.785
pwr_density_cell_nw_per_um2 = 88.5
vdd.ir_drop.worst_mv = 0.0358

[clocking]
ctsHoldBuffers = 0
post_cts_buffers = 0
ctsResizeCount = 0

[worst_hold_path]
holdPathEnd = output_result[12]
hold_class = in2out
hold_depth = 3
hp-start = input_option2[12]

[run]
tool_warnings = 32
drv_cap = 0

[place]
placed_area_um2 = 2090
port_buffers = 130
dp_cells = 270
gp_congestion = 0.752
hpwl_um = 3910

[outcome]
status = finished clean

-- metal layers --
layer	wire length, µm	vias up
li1	-	561
met1	1720	480
met2	2120	73
met3	659	0
met4	0	0
met5	0	-
-- synthesized netlist by cell type --
cell / n
buf_2: 1
buf_4: 1
o2bb2ai_2: 10
mux2i_1: 32
nor2b_4: 1
o2bb2ai_1: 22
buf_6: 8
clkbuf_1: 2
-- critical path: cells and delay by family --
family,cells,cell delay (ns)
buffers and inverters,3,1.34
AND/OR/NAND/NOR,1,0.28
AND-OR/OR-AND,1,0.17
-- cell families (layout without fill, tap and decap cells) --
logic type,count (synthesis),count (layout)
AND/OR/NAND/NOR,1,1
multiplexers,32,32
buffers and inverters,12,133
AND-OR/OR-AND,32,32
-- layout make-up --
cell class / count / share of cell area, %
multi-input cells: 65 / 32.5
well taps: 72 / 4.32
repair buffers: 133 / 63.2
-- how the worst max path moves through the flow --
stage         cells after the start                end
finish                            5  output_result[30]
global route                      5  output_result[30]
CTS                               5  output_result[30]
-- stage by stage --
step	worst slack, ns	hold WS, ns	power [mW]
6_report	0.961	2.76	0.185
5_1_grt	0.834	2.79	0.200
4_1_cts	0.921	2.76	0.189
3_5_place_dp	0.933	2.76	0.188
3_3_place_gp	0.959	2.77	0.189
2_1_floorplan	2.16	1.90	0.0549
-- placed cells by master (no fill, tap or decap), drive strengths merged --
master | synthesis | final
buf | 10 | 4
clkdlybuf4s50 | 0 | 129
nor2b | 1 | 1
o2bb2ai | 32 | 32
mux2i | 32 | 32
-- where the power goes --
| part | internal [mW] | leakage (nW) | switching (mW) | total, mW |
|---|---|---|---|---|
| clock network | 0 | 0 | 0 | 0 |
| registers | 0 | 0 | 0 | 0 |
| logic | 0.137 | 0.785 | 0.0473 | 0.185 |
| total | 0.137 | 0.785 | 0.0473 | 0.185 |
Power is estimated from default activity; no workload was simulated.
