<file path="config.mk">
export PLATFORM = sky130hd
export DESIGN_NAME = RegisterFile
export DESIGN_NICKNAME = RegisterFile
export VERILOG_FILES = /design/flow/design.v
export SDC_FILE = /design/flow/constraint.sdc
export NUM_CORES = 4
export LEC_CHECK = 1
export CORE_UTILIZATION = 50
</file>
<file path="run.sh">
#!/bin/bash
# OpenROAD 26Q1-2900-gdf79404cd8, Yosys 0.63+post, stock flow scripts
make -C /OpenROAD-flow-scripts/flow DESIGN_CONFIG=/design/flow/config.mk WORK_HOME=/design/flow/orfs finish
</file>
<file path="design.v">
`timescale 1ns / 1ps
module RegisterFile(
    input wire writeBackEnable, reset, writeEnable, clock,
    input wire [31:0] instruction, writeData,
    output reg [31:0] rs1Data, rs2Data,
    output reg writeBackComplete
);
parameter REG_SIZE = 32;
parameter ADDR_BITS = 5;
parameter DATA_WIDTH = 32;
reg [DATA_WIDTH-1:0] registers[REG_SIZE-1:0];
integer i;
initial begin
    for (i = 0; i < REG_SIZE; i = i + 1) begin
        registers[i] = 0;
    end
end
wire [ADDR_BITS-1:0] rs1Addr, rs2Addr, writeAddr;
assign rs1Addr = instruction[19:15];
assign rs2Addr = instruction[24:20];
assign writeAddr = instruction[11:7];
always @(posedge clock) begin
    if (reset) begin
        writeBackComplete <= 0;
        for (i = 0; i < REG_SIZE; i = i + 1) begin
            registers[i] <= 0;
        end
    end else if (writeBackEnable) begin
        if (writeEnable) begin
            if (writeAddr != 0)
                registers[writeAddr] <= writeData;
            writeBackComplete <= 1;
        end else begin
            writeBackComplete <= 0;
        end
    end else begin
        writeBackComplete <= 0;
    end
end
always @(*) begin
    rs1Data <= registers[rs1Addr];
    rs2Data <= registers[rs2Addr];    
end
endmodule
</file>
<file path="constraint.sdc">
current_design RegisterFile

set clk_period 37.3
set clk_io_pct 0.2

create_clock -name clk0 -period $clk_period [get_ports {clock}]

set non_clock_inputs [all_inputs -no_clocks]
set_input_delay [expr $clk_period * $clk_io_pct] -clock clk0 $non_clock_inputs
set_output_delay [expr $clk_period * $clk_io_pct] -clock clk0 [all_outputs]
</file>
==> results.txt <==
Notes on the flow outputs.

- The worst min-delay path class is in -> reg.
- In the final layout, the fill cell count is 9006.
- The yosys cell count reads 4609.
- The first TritonRoute pass finished after 5 iterations.
- The cell at the root of the clock tree reads sky130_fd_sc_hd__clkbuf_16.
- The global-route congestion overflow total reads 0.
- Setup repair after global routing left no endpoint under its margin.
- The required time of the critical path is 29.84 ns.
- Counting stages on the worst path, the most repeated cell is sky130_fd_sc_hd__buf_4.
- Across the whole layout, storage elements account for 30800 um^2.
- The minimum clock period after layout reads 19.54 ns.
- Note, the detailed placer reported a final HPWL of 107000 um.
- The part of the Yosys area used for sequential elements reads 55.1%.
- The number of clock sinks seen by CTS is 1025.
- The worst-case vdd ir drop is 0.0000323 V.
- Data arrives at the worst endpoint at 12.08 ns.
- The power density relative to cell area is 45.3 nW/um^2.
- The number of standard-cell rows in the floorplan reads 122.
- The share of post-route cells with drive strength above 1 reads 8.39%.
- The total of cells resized after clock tree synthesis is 0.
- The critical path launch point type is a primary input.
- The run finished with clean final reports.
- The floorplan core area is 111000 um^2.
- The count of input and output buffers is 115.
- The post-detailed-route count of antenna-violating nets is 0.
- The number of ports placed on the die boundary reads 133.
- Entering global routing, the biggest net connects 77 pins.
- The multi-input combinational cell area reads 23400 um^2.
- The share of async-settable or async-resettable flops after synthesis reads 0%.
- The count of hold-fix buffers inserted at cts reads 0.
- The global-route wire length before repair reads 271000 um.
- The average instance area after synthesis is 12.1 um^2.
- The worst path setup slack after routing reads 17.76 ns.
- The post-synthesis cell count is 4609.
- For the final routed database, the setup TNS stands at 0 ns.
- The top cell family by delay on the critical path reads buffers and inverters.
- The number of antenna violations at the first check in global routing is 10.
- The most critical hold endpoint after final layout shows a slack of 7.29 ns.
- The area reported by Yosys stat is 55800 um^2.
- The H-tree level count is 3.
- In the final routed layout, each cell accounts on average for 31.1 um.
- After the first detailed-routing iteration, the DRC count stood at 2537.
- The highest attainable clock frequency reads 51.2 MHz.
- The pre-CTS setup slack reads 17.80 ns.
- The slew at the pin closest to its max-slew limit is 1.21 ns.
- From synthesis to final layout, the design area changed by 11.2%.
- The number of maximum-capacitance constraint violations is 0.
- Across all layers, the routed design uses 37844 vias.
- The count of state elements after synthesis reads 1025.
- The worst slew margin relative to its limit reads 19.6%.
- Buffers added to address setup during post-CTS repair amount to 0.
- Overall routing resource usage recorded by global route was 37.1%.
- The horizontal extent of the die is 336 um.
- The starting utilization of the core area reads 50.5%.
- The post-synthesis instance area reads 55800 um^2.
- The most instantiated flip-flop cell in the synthesis netlist is sky130_fd_sc_hd__edfxtp_1.
- The signal on the critical path passes through buf_8 > buf_4 > buf_4 > buf_4 > buf_4 > mux2i_1 > a22o_1 > nor3_1 > a31oi_1 > nand3_1 > clkdlybuf4s50_1.
- By instance count after routing, the leading logic cell types are sky130_fd_sc_hd__mux2i_1 (1024), sky130_fd_sc_hd__edfxtp_1 (1024), sky130_fd_sc_hd__and2_1 (992), sky130_fd_sc_hd__nand2_1 (195), sky130_fd_sc_hd__nand3_1 (194).
- On the critical path, the stage with the largest delay is an instance of sky130_fd_sc_hd__buf_4.
- The final routed wirelength across all metal layers is 192000 um.
- The setup path with the least slack is of type in -> out.
- The worst-path maximum fanout is 62.
- The overall die height is 336 um.
- The post-synth count of flops with an enable pin is 1024.
- The number of logged tool warnings reads 43.
- Summing internal, switching and leakage power gives 2.82 mW.
- The final report lists the setup-violating endpoint count as 0.
- The sum of buffers and inverters on the critical path is 6.
- The CTS clock-pin slew for the worst setup and hold paths is 0.06 ns.
- The script extracted a total leakage power of 24.2 nW.
- In this design, the stage delay of the slowest critical-path cell is 0.67 ns.
- The Yosys warning count reads 1.
- The post-route DRC violation count is 0.
- Buffers inserted during clock tree synthesis total 116.
- The final-report max-slew violation count reads 0.
- The number of vias per cell after detailed routing reads 6.14.
- Hold-check failures listed in the final report amount to 0.
- The endpoint kind of the worst setup timing path reads an output pin.
- The number of distinct library cells after synthesis is 29.
- The number of global-route vias before repair was 38220.
- The final weighted congestion in routability-driven placement is 0.895.
- The final timing summary puts the cycle share of the worst path at 52.4%.
- The CTS tree reads yes.
- The clock passes through at most 3 buffers.
- The overall die area is 113000 um^2.
==> synthesized netlist by cell type (all sizes together) (4+ instances only) <==
master | n | area [um^2]
a21oi | 192 | 961
a22o | 128 | 1120
a22oi | 192 | 1440
a31oi | 64 | 400
and2 | 994 | 6220
buf | 172 | 1050
clkbuf | 276 | 1040
edfxtp | 1024 | 30700
mux2i | 1024 | 10200
nand2 | 197 | 739
nand2b | 6 | 37.5
nand3 | 195 | 988
nand3b | 5 | 62.6
nor2 | 26 | 108
nor2b | 4 | 25.0
nor3 | 74 | 420
or2 | 33 | 206
==> per-layer routing <==
| layer | wire (um) | vias up | track usage (%) |
|---|---|---|---|
| li1 | - | 16829 | - |
| met1 | 70100 | 18305 | 49.8 |
| met2 | 84100 | 2237 | 51.8 |
| met3 | 28600 | 461 | 22.4 |
| met4 | 9000 | 12 | 13.4 |
| met5 | 202 | - | 1.45 |
==> per-stage QoR <==
stage | utilization, % | cells | instance area, um^2
CTS | 56.1 | 6158 | 62100
floorplan | - | 4640 | 56000
finish | 56.1 | 6168 | 62100
global route | 56.1 | 6161 | 62100
detailed placement | 52.7 | 5947 | 58400
global placement | 52.7 | 5947 | 58400
==> kinds of logic after synthesis <==
| family | Yosys count | synth area share (%) |
|---|---|---|
| compound gates | 576 | 7.03 |
| simple gates | 1535 | 15.8 |
| other cells | 1 | 0.00671 |
| mux | 1024 | 18.4 |
| buf+inv | 448 | 3.74 |
| flops | 1025 | 55.1 |
==> report_power, final <==
part           leakage (nW)  switching (mW)  internal [mW]
clock network          1.83           0.461          0.674
registers              9.75          0.0285           1.33
logic                  12.6           0.207          0.118
==> state kept, by name, summed over array words and instances, names as in the netlist <==
signal	count
registers	1024
writeBackComplete	1
==> cell type report <==
| cell class | count | area share, % |
|---|---|---|
| Antenna cell | 10 | 0.0403 |
| Clock buffer | 141 | 4.94 |
| Clock inverter | 70 | 1.06 |
| Multi-Input combinational cell | 3167 | 37.7 |
| Sequential cell | 1025 | 49.5 |
| Tap cell | 1488 | 3.00 |
| Timing Repair Buffer | 267 | 3.76 |
==> final timing paths <==
path / startpoint / end / slack [ns] / cells past startpoint
setup / recovery: instruction[21] / rs2Data[31] / 17.76 / 11
hold / removal: reset / registers[0][30]$_SDFFCE_PN0P_ / 7.29 / 1
No activity file was given, so power comes from the tool's default toggle rates.
